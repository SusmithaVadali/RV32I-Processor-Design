==> ./design.v <==
`timescale 1ns / 1ps
module MEM_WB_Register(clk,reset,ip_Read_Data,ip_alu_Result,ip_PC,ip_MemtoReg,op_Read_Data,op_alu_Result,op_PC,op_MemtoReg,
                       ip_Instruction,op_Instruction,ip_RegWrite,op_RegWrite);
    input clk;                               
    input reset;                             
    input [31:0] ip_Read_Data;               
    input [31:0] ip_alu_Result;              
    input [31:0] ip_PC;                      
    input [1:0] ip_MemtoReg;  
    input [31:0] ip_Instruction;
    input ip_RegWrite;
    output reg op_RegWrite;
    output reg [31:0] op_Instruction;               
    output reg [31:0] op_Read_Data;          
    output reg [31:0] op_alu_Result;         
    output reg [31:0] op_PC;                 
    output reg [1:0] op_MemtoReg;            
    always @ (negedge clk) begin             
        if(reset) begin                      
             op_Read_Data <= 32'b0;           
             op_alu_Result <= 32'b0;          
             op_PC  <=  32'b0;                
             op_MemtoReg <= 2'b0;
             op_Instruction <= 32'b0;
             op_RegWrite <= 1'b0;             
    end                                  
    else begin                           
             op_Read_Data <= ip_Read_Data;   
             op_alu_Result <= ip_alu_Result; 
             op_PC <= ip_PC;                 
             op_MemtoReg <= ip_MemtoReg;  
             op_Instruction <= ip_Instruction;  
             op_RegWrite <= ip_RegWrite;  
    end                                  
end                                      
endmodule
==> ./run.sh <==
#!/bin/bash
# OpenROAD 26Q1-2900-gdf79404cd8, Yosys 0.63+post, stock flow scripts
make -C /OpenROAD-flow-scripts/flow DESIGN_CONFIG=/design/flow/config.mk WORK_HOME=/design/flow/orfs finish
==> ./config.mk <==
export PLATFORM = sky130hd
export DESIGN_NAME = MEM_WB_Register
export DESIGN_NICKNAME = MEM_WB_Register
export VERILOG_FILES = /design/flow/design.v
export SDC_FILE = /design/flow/constraint.sdc
export NUM_CORES = 4
export LEC_CHECK = 1
export CORE_AREA = 10 10 164 164
export DIE_AREA = 0 0 174 174
==> ./constraint.sdc <==
current_design MEM_WB_Register

set clk_period 1.0
set clk_io_pct 0.2

create_clock -name clk0 -period $clk_period [get_ports {clk}]

set non_clock_inputs [all_inputs -no_clocks]
set_input_delay [expr $clk_period * $clk_io_pct] -clock clk0 $non_clock_inputs
set_output_delay [expr $clk_period * $clk_io_pct] -clock clk0 [all_outputs]
==> metrics.sh <==
CORE-AREA_MM2=0.0234
ROWS=56
FP-UTILIZATION_PCT=15.0
CTS_POST_SETUP_BUFFERS_INSERTED=0
SETUP.WORST_PATH.START_CLASS='flip-flop'
HOLD-PATH-ENDPOINT='op_Instruction[22]'
GRT_START_MAX_NET_PINS=61
PER_CELL_ROUTED_WIRE_LENGTH_UM=13.3
END_KIND='output port'
HOLD_VIOL=0
P_INT_mW=10.8
ROUTED_VIA_DENSITY=3.22
FINAL_LAYOUT_SIZE_SUFFIX_GT1_SHARE_PCT=27.9
POWER.COMBINATIONAL.FRACTION_PCT=7.3
ANTENNA_VIOLATING_NETS_POST_ROUTE=0
POST_DP_CELL_AREA_MM2=0.00662
WORST_SETUP_HOLD_PATH_CLK_SLEW_NS=0.03
GRT_UTIL_ALL_LAYERS_PCT=8.79
I_O_PIN_TOTAL=264
SEQUENTIAL_CELL_FRACTION_OF_TOTAL_POWER_PCT=37.9
WORSTPATHBUFFERINVERTERCOUNT=1
TIMING.MAX_CAP.VIOLATIONS=0
DP.FINAL_HPWL_UM=10500
INSERTEDDIODECOUNT=0
CRIT_PATH_MAX_FANOUT=1
TIMING_MAX_TRANSITION_VIOLATIONS_FINAL=0
PLACEMENT.IO_BUFFERS=263
DETAIL_ROUTE.WIRELENGTH_UM=13500
FINALWORSTSETUPSLACK_NS=-0.594
WORST-ENDPOINT-REQUIRED_NS=0.80
MAXIMUM_BUFFER_DEPTH_OF_THE_CLOCK_TREE=2
TRITONCTS_NUM_SINKS=131
MOST-COMMON-LAYOUT-CELLS='inv_1 (132), nor2b_1 (131), clkdlybuf4s50_1 (129)'
SYNTH_CELL_TYPES=5
TOTAL_SWITCHING_POWER_mW=4.08
CLOCK_TREE_FROM_TRITONCTS='built'
LAYOUT_TOP_CELL_EXCL_FILL_TAP='inv_1'
ROOT_BUFFER='clkbuf_16'
SYNTH.AVG_CELL_AREA_UM2=12.7
FIRSTDRTPASSITERS=4
DRT_ITER0_MARKERS=111
TOOL_WARNINGS=159
SLEW_HEADROOM_PCT=80.5
IR_DROP_V=0.000969
ROUTABILITYCONGESTION=0.803
HOLDBUFCOUNTCTS=0
ANTENNA_VIOLATIONS_BEFORE_REPAIR=0
CP.ARRIVAL_NS=1.39
SYN_AREA_MM2=0.00352
AREA_GROWTH_SYN_TO_LAYOUT_PCT=101
DETAILROUTE.VIA_COUNT=3279
FLOORPLAN.DIE_AREA_MM2=0.0303
YOSYS.STAT.SEQSHARE_PCT=74.5
GLOBALROUTEOVERFLOWTOTAL=0
CLOCK_TREE.HTREE_LEVEL_COUNT=4
DIE_WIDTH_UM=174
YOSYS_STAT_AREA_MM2=0.00352
WORST_PATH_LARGEST_CELL_DELAY_NS=0.35
PWR-SHARE-CLK_PCT=54.8
CRIT_FAMILY='flip-flops'
WORST_HOLD_STARTPOINT='reset'
NUMBER_OF_CTS_INSERTED_BUFFERS=17
YS_FF=131
GRT_FIRST_PASS_WIRELENGTH_UM=20400
YS_CELLS=277
SYNTHCELLS=277
CRITPATHKIND='reg2out'
YOSYS_WARNINGS=1
CRITICAL_PATH.CELL_CHAIN='buf_6'
MAX_SLEW.WORST_PIN.SLEW_NS=0.293
UTILIZATION_PCT=30.3
DRT_DRC_VIOLATIONS_LEFT=0
SLOWEST_STAGE='dfxtp_4'
HP-CLASS='in2reg'
RESULT_OF_THE_RUN='complete, but fails checks'
GRT_SETUP_UNREPAIRED='yes'
VIOLATIONS='negative setup slack'
FINALSETUPVIOLCOUNT=132
LEAK_PWR_nW=3.59
DIE.SIZE.Y_UM=174
HOLDPATHSTAGES=3
SWITCHING_SHARE_PCT=27.5
FINAL_INSTANCE_AREA_MM2=0.00709
CELLPOWERDENSITY_mW_PER_MM2=2090
NUMBER_OF_GLOBAL_ROUTE_VIAS_BEFORE_REPAIR=3663
final cells by class:
| type | instances | area [um^2] |
|---|---|---|
| well taps | 319 | 399 |
| repair buffers | 275 | 2140 |
| fillers | 2499 | 16300 |
| clock buffers | 17 | 425 |
| clock inverters | 146 | 649 |
| multi-input cells | 131 | 820 |
| flip-flops and latches | 131 | 2650 |
Yosys cell counts:
library cell / number / share of area, %
inv_1: 1 / 0.11
dfxtp_1: 131 / 75
nor2b_1: 131 / 23
buf_2: 13 / 1.8
buf_4: 1 / 0.21
timing repair:
item | CTS | global route
cloned | 0 | 0
resized | 441 | 13
endpoints found under the setup margin | 133 | 131
metal layers:
| metal | share of wire, % | up-vias | GRT usage, % |
|---|---|---|---|
| met4 | 1.3 | 0 | 3.60 |
| met3 | 15 | 16 | 7.99 |
| met1 | 40 | 1393 | 9.17 |
| li1 | - | 1654 | - |
| met5 | 0 | - | 0 |
| met2 | 44 | 216 | 12.1 |
worst max path at each step:
| stage | start | to | slack (ns) | cells past startpoint |
|---|---|---|---|---|
| after CTS | op_Read_Data[27] | op_Read_Data[27] | -0.62 | 1 |
| after global routing | op_Read_Data[27] | op_Read_Data[27] | -0.63 | 1 |
| final | op_Read_Data[27] | op_Read_Data[27] | -0.59 | 1 |
power by group through the flow:
stage,logic (mW),registers [mW],clock network [mW]
CTS,1.12,5.62,8.61
finish,1.09,5.62,8.12
global route,1.21,5.63,9.26
state kept, by name, indices dropped and copies added, names as in the netlist:
name            count
op_Instruction     32
op_PC              32
op_Read_Data       32
op_alu_Result      32
op_MemtoReg         2
op_RegWrite         1
cell families (layout without fill, tap and decap cells):
logic type    Yosys count  count (layout)  synth area share, %
simple gates          131             131                 23.3
buf+inv                15             438                 2.17
flops                 131             131                 74.5
through the flow:
step                hold slack [ns]  worst slack (ns)  setup TNS, ns  total power [mW]  std cells
global route                  0.605            -0.630         -76.07              16.1       1019
finish                        0.604            -0.594         -69.49              14.8       1019
detailed placement             1.07            -0.614        -107.62              7.86        857
global placement               1.08            -0.616        -107.48              7.85        857
floorplan                     0.828           -0.0942          -8.48              6.68        277
CTS                           0.598            -0.625         -73.00              15.3       1019
Power and IR drop assume default switching activity.
