==> /design/flow/design.v <==
`timescale 1ns / 1ps
module ID_EX_Register(clk,reset,
ip_IF_ID_PC,ip_Data_out1,ip_Data_out2,ip_immediate,ip_Instruction,ip_ALUSrc,ip_Imm_signal,
        ip_ALUOp,ip_MemRead,ip_MemWrite,ip_MemtoReg,op_ALUSrc,op_ALUOp,op_MemRead,op_MemWrite,op_MemtoReg,
        op_ID_EX_PC,op_Imm_signal,
       op_ID_EX_Data_out1,op_ID_EX_Data_out2,op_immediate,op_Instruction,
      ip_RegWrite,op_RegWrite);
        input clk;                                                                   
        input reset;
        input [31:0] ip_IF_ID_PC;
        input [31:0] ip_Data_out1;
        input [31:0] ip_Data_out2;
        input [31:0] ip_immediate;
        input [31:0] ip_Instruction;
        input [1:0] ip_ALUSrc;
        input [1:0] ip_ALUOp;
        input ip_MemRead;
        input ip_MemWrite;
        input [1:0] ip_MemtoReg;
        input ip_RegWrite;     
        input ip_Imm_signal;
        output reg op_RegWrite;
        output reg [1:0] op_ALUSrc;
        output reg [1:0] op_ALUOp;
        output reg op_MemRead;
        output reg op_MemWrite;
        output reg [1:0] op_MemtoReg;
        output reg [31:0] op_ID_EX_PC;
        output reg [31:0] op_ID_EX_Data_out1;
        output reg [31:0] op_ID_EX_Data_out2;
        output reg [31:0] op_immediate;
        output reg [31:0] op_Instruction;
        output reg op_Imm_signal;
        always @ (negedge clk) begin
            if(reset) begin
               op_ID_EX_PC <= 32'b0;     
               op_ID_EX_Data_out1 <= 32'b0;    
               op_ID_EX_Data_out2 <= 32'b0;   
               op_immediate <= 32'b0;
               op_Instruction <= 32'b0;
               op_ALUSrc <= 2'b0;  
               op_ALUOp <= 2'b0;   
               op_MemRead <= 1'b0;       
               op_MemWrite <= 1'b0;         
               op_MemtoReg <= 2'b0;
               op_RegWrite <= 1'b0;
               op_Imm_signal<= 1'b0;
            end
            else begin
                op_ID_EX_PC <= ip_IF_ID_PC;     
                op_ID_EX_Data_out1 <= ip_Data_out1;    
                op_ID_EX_Data_out2 <= ip_Data_out2;    
                op_immediate <= ip_immediate;
                op_Instruction <= ip_Instruction;  
                op_ALUSrc <= ip_ALUSrc;   
                op_ALUOp  <= ip_ALUOp;  
                op_MemRead <= ip_MemRead; 
                op_MemWrite <= ip_MemWrite;
                op_MemtoReg <= ip_MemtoReg; 
                op_RegWrite <= ip_RegWrite;
                op_Imm_signal<= ip_Imm_signal;
            end
        end
endmodule
==> /design/flow/run.sh <==
#!/bin/bash
# OpenROAD 26Q1-2900-gdf79404cd8, Yosys 0.63+post, stock flow scripts
make -C /OpenROAD-flow-scripts/flow DESIGN_CONFIG=/design/flow/config.mk WORK_HOME=/design/flow/orfs finish
==> /design/flow/config.mk <==
export PLATFORM = sky130hd
export DESIGN_NAME = ID_EX_Register
export DESIGN_NICKNAME = ID_EX_Register
export VERILOG_FILES = /design/flow/design.v
export SDC_FILE = /design/flow/constraint.sdc
export NUM_CORES = 4
export LEC_CHECK = 1
export CORE_UTILIZATION = 30
==> /design/flow/constraint.sdc <==
current_design ID_EX_Register

set clk_period 1.0
set clk_io_pct 0.2

create_clock -name clk0 -period $clk_period [get_ports {clk}]

set non_clock_inputs [all_inputs -no_clocks]
set_input_delay [expr $clk_period * $clk_io_pct] -clock clk0 $non_clock_inputs
set_output_delay [expr $clk_period * $clk_io_pct] -clock clk0 [all_outputs]
==> flow_metrics.py <==
# Synthesis and PnR figures
metrics = {
    "critical_path": {
        "slowest_stage": "dfxtp_2",
        "critPathLaunchType": "flip-flop",
        "worst_ep_required_time_ps": 800,
        "crit_arrival_ps": 1360,
        "critPathMaxStageDelay_ps": 300,
        "cp_cell_sequence": "buf_2",
        "crit_family": "flip-flops",
        "critPathKind": "reg -> out",
        "crit_path_end_kind": "primary output",
        "crit_fanout": 1,
        "worst-path-buf-inv": 1,
    },
    "pwr": {
        "power.internal_mw": 13.0,
        "ir_drop_uv": 1310,
        "combPwrFrac_pct": 8.3,
        "p_clk_share_pct": 51.0,
        "leakage_nw": 4.70,
        "cellPowerDensity_nw_per_um2": 1980,
        "finalPower_mw": 17.9,
        "p_switching_mw": 4.94,
        "seq_power_share_pct": 40.7,
        "switching_share_pct": 27.6,
    },
    "run": {
        "openroad.warnings": 198,
        "maxCapViolations": 0,
    },
    "placed_design": {
        "hpwl_um": 10800,
        "io_buffers": 341,
        "placed_area_um2": 8600,
        "place_congestion": 0.772,
        "pre_cts_ws_ps": -521,
        "place_inst": 909,
    },
    "layout": {
        "fin_util_pct": 56.5,
        "layout_top_cells": "inv_1, clkdlybuf4s50_1, buf_2",
        "drive_gt1_share_pct": 37.8,
        "fin_area_um2": 9030,
        "fin_cells": 1110,
        "area_growth_pct": 82.5,
    },
    "drt": {
        "wl_met2_um": 7220,
        "antennaDiodeCount": 0,
        "vias": 4170,
        "firstDrtPassIters": 6,
        "wl_um": 14600,
        "dr_wl_met3_um": 1850,
        "wl_per_cell_um": 13.1,
        "viasPerCell": 3.76,
        "highest_layer": "met4",
        "drcViolationCount": 0,
        "wl_met1_um": 5240,
        "antenna_left": 0,
        "drt_iter0_markers": 57,
    },
    "timing": {
        "finalSetupTns_ps": -90660,
        "rsz0062_at_grt": "true",
        "slew_violations": 0,
        "slew_headroom_pct": 86.7,
        "holdWs_ps": 595,
        "fin_ws_ps": -561,
        "finalHoldViolations": 0,
        "finalSetupViolations": 170,
        "tightest_slew_ps": 200,
    },
    "cts": {
        "cts_sinks": 170,
        "cts_setup_buffers": 0,
        "cts.path.max_buffers": 2,
        "hold_buffers": 0,
        "cts_buffers": 17,
        "clkTransAtPathRegs_ps": 30,
        "root_buffer": "clkbuf_16",
        "cts_max_level": 4,
        "cts_tree": "yes",
    },
    "global_routing": {
        "grt_max_degree": 28,
        "grt_pass1_vias": 4426,
        "grt_pass1_wl_um": 20800,
        "gr-usage-all-layers_pct": 16.7,
        "gr-total-overflow": 0,
        "antenna_found_initial": 0,
    },
    "synth": {
        "ys_area_um2": 4950,
        "synth.cell_area_um2": 4950,
        "top_cell_area_share_pct": 68.8,
        "syn_inst": 360,
        "top_cells_by_area": "dfxtp_1, nor2b_2, nor2b_1, nor2b_4, buf_6",
        "ys.flops": 170,
        "synth-cells-yosys": 360,
        "yosysWarningCount": 1,
        "synth_cell_types": 8,
        "ys_seq_share_pct": 68.8,
        "synth_area_leader_cell": "dfxtp_1",
        "avgSynthCellArea_um2": 13.7,
    },
    "die": {
        "die_h_um": 130,
        "boundaryPins": 342,
        "fp-utilization_pct": 30.9,
        "die_w_um": 130,
        "rows": 46,
        "core_um2": 16000,
        "chipArea_um2": 17000,
    },
    "outcome": {
        "status": "finished, violations left",
        "violations": "setup timing",
    },
    "worst_hold_path": {
        "hold_end": "op_ID_EX_PC[23]",
        "hp-start": "reset",
        "hold_class": "in -> reg",
        "hold_depth": 2,
    },
}
==> cells by family (layout without fill, tap and decap cells) <==
logic type	after synthesis	after routing	synth area share, %
flops	170	170	68.8
simple gates	170	170	27.6
buf+inv	20	554	3.69
==> power groups by stage <==
| stage | Clock, mW | Sequential [mW] | Combinational [mW] |
|---|---|---|---|
| final | 9.12 | 7.28 | 1.49 |
| after CTS | 9.59 | 7.28 | 1.52 |
| after global routing | 10.4 | 7.30 | 1.63 |
==> synth_stat cells <==
| library cell | instances |
|---|---|
| inv_1 | 1 |
| buf_2 | 7 |
| buf_6 | 11 |
| nor2b_1 | 70 |
| buf_12 | 1 |
| nor2b_4 | 10 |
| nor2b_2 | 90 |
| dfxtp_1 | 170 |
==> final cells by class <==
cell class | instances | area [um2]
clock buffer | 17 | 425
clock inverter | 185 | 806
fill | 1349 | 6970
multi-input combinational | 170 | 1360
sequential | 170 | 3430
tap | 216 | 270
timing repair buffer | 352 | 2740
==> worst max-delay path by stage <==
| stage | start | to | cells past startpoint |
|---|---|---|---|
| CTS | op_ID_EX_PC[27] | op_ID_EX_PC[27] | 1 |
| finish | op_ID_EX_PC[26] | op_ID_EX_PC[26] | 1 |
| global route | op_ID_EX_PC[9] | op_ID_EX_PC[9] | 1 |
==> layer usage <==
metal / global-route usage, % / vias to the layer above
li1: - / 2123
met1: 16.7 / 1810
met2: 26.7 / 222
met3: 11.1 / 15
met4: 7.91 / 0
met5: 0 / -
==> registers in the layout, indices dropped and copies added, names as in the netlist <==
| register | flops |
|---|---|
| op_ID_EX_PC | 32 |
| op_ID_EX_Data_out2 | 32 |
| op_MemRead | 1 |
| op_MemWrite | 1 |
| op_ALUSrc | 2 |
| op_ID_EX_Data_out1 | 32 |
| op_Instruction | 32 |
| op_ALUOp | 2 |
| op_Imm_signal | 1 |
| op_RegWrite | 1 |
| op_immediate | 32 |
| op_MemtoReg | 2 |
==> what timing repair did <==
item	4_1_cts	5_1_grt
gates resized	552	14
hold endpoints to repair	0	0
gates cloned	0	0
setup endpoints to repair	170	170
Power figures rest on the tool's default switching activity, not on a simulated workload.
