==> design/flow/design.v <==
`timescale 1ns / 1ps
module EX_MEM_Register(clk,reset,
ip_ALU,ip_Data_out2,
ip_PC,op_EX_MEM_PC,ip_MemWrite,ip_MemRead,
                       ip_MemtoReg,op_MemWrite,op_MemRead,op_MemtoReg,ip_Imm_signal,ip_Data_out1,op_Data_out1,
                       op_EX_MEM_ALU,op_EX_MEM_Data_out2,
                       op_Imm_signal,
                       ip_Instruction,op_Instruction,ip_RegWrite,op_RegWrite);
         input clk;
         input reset;
         input [31:0] ip_PC;
         input [31:0] ip_ALU;
         input [31:0] ip_Data_out2;
         input ip_MemWrite;
         input ip_MemRead;
         input [1:0] ip_MemtoReg;
         input [31:0] ip_Instruction;
         input ip_RegWrite;     
         input ip_Imm_signal;
         input [31:0] ip_Data_out1;
         output reg [31:0] op_Data_out1;
         output reg op_Imm_signal;
         output reg op_RegWrite;
         output reg [31:0] op_Instruction; 
         output reg op_MemWrite;
         output reg op_MemRead;
         output reg [1:0] op_MemtoReg;
         output reg [31:0] op_EX_MEM_Data_out2;
         output reg [31:0] op_EX_MEM_ALU;
         output reg [31:0] op_EX_MEM_PC;
         always @ (negedge clk) begin
            if(reset) begin
                op_EX_MEM_ALU <= 32'b0;     
                op_EX_MEM_Data_out2 <= 32'b0;
                op_EX_MEM_PC <= 32'b0;
                op_MemWrite <= 1'b0;
                op_MemRead <= 1'b0;
                op_MemtoReg <= 2'b0;
                op_Instruction <= 32'b0;
                op_RegWrite <= 1'b0;
                op_Imm_signal <= 1'b0;
                op_Data_out1 <= 32'b0;
            end 
            else begin
                op_EX_MEM_ALU <= ip_ALU;
                op_EX_MEM_Data_out2 <= ip_Data_out2;
                op_EX_MEM_PC <= ip_PC;
                op_MemWrite <= ip_MemWrite; 
                op_MemRead  <= ip_MemRead;  
                op_MemtoReg <= ip_MemtoReg;
                op_Instruction <= ip_Instruction;
                op_RegWrite <= ip_RegWrite;
                op_Imm_signal <= ip_Imm_signal;
                op_Data_out1 <= ip_Data_out1;
            end
         end
endmodule
==> design/flow/run.sh <==
#!/bin/bash
# OpenROAD 26Q1-2900-gdf79404cd8, Yosys 0.63+post, stock flow scripts
make -C /OpenROAD-flow-scripts/flow DESIGN_CONFIG=/design/flow/config.mk WORK_HOME=/design/flow/orfs finish
==> design/flow/config.mk <==
export PLATFORM = sky130hd
export DESIGN_NAME = EX_MEM_Register
export DESIGN_NICKNAME = EX_MEM_Register
export VERILOG_FILES = /design/flow/design.v
export SDC_FILE = /design/flow/constraint.sdc
export NUM_CORES = 4
export LEC_CHECK = 1
export CORE_UTILIZATION = 30
==> design/flow/constraint.sdc <==
current_design EX_MEM_Register

set clk_period 1.0
set clk_io_pct 0.2

create_clock -name clk0 -period $clk_period [get_ports {clk}]

set non_clock_inputs [all_inputs -no_clocks]
set_input_delay [expr $clk_period * $clk_io_pct] -clock clk0 $non_clock_inputs
set_output_delay [expr $clk_period * $clk_io_pct] -clock clk0 [all_outputs]
==> Slide: Implementation Results <==
Key Metrics from the Run

Logic synthesis
  – Yosys cell types: 6
  – Synth async-reset ratio: 0%
  – Gate count after technology mapping: between 300 and 400
  – Most frequent cells after synthesis: 166 x dfxtp_1, 156 x nor2b_1, 16 x buf_2, 10 x and2b_1, 2 x clkbuf_1
  – Top-count cell post-synth: dfxtp_1
  – Yosys cell count: ~350
  – Synth area leader: dfxtp_1
  – Post-synth design cell area: roughly 0.0045 mm2
  – EDFF count, synth: 0
  – Yosys warning count: 1
  – Post-synth top flop: dfxtp_1
  – Top cells by area: dfxtp_1 74%, nor2b_1 22%, buf_2 1.8%
  – Seq/Total Area, Yosys: about 74%
  – Synthesized flop and latch total: ~170
  – Avg Inst Size Synth: 12.7 um2
  – Yosys chip area: 0.00447 mm2
  – Largest type area fraction: between 70% and 80%

Power and ir drop
  – Lkg Pwr: 0.00449 uW
  – Max IR drop VDD: around 1.4 mV
  – Pwr dens: between 2000 and 2500 mW/mm2

Route
  – DRT iter0 DRCs: about 110
  – WL/cell: about 13 um
  – Final wirelength: about 14 mm
  – Drt first pass iters: 4
  – Vias: a little over 4,000
  – Final ANT Viol Nets: 0
  – Detailed-route DRC error count: 0
  – Diode count: 0
  – Vias/cell: 3.88

Cells and area
  – Finished Cell Area: 0.00851 mm2
  – FILL cells: roughly 1,200
  – Share of layout cells above drive strength 1: 25.6%
  – Footprint of the multi-input gates: ~0.0011 mm2
  – Post-Layout Cell Count: between 1,000 and 1,500
  – Layout area overhead: 90.5%
  – Reg area: 0.00334 mm2

GRT
  – Total track usage: approximately 17%
  – First-pass GRT wire length: ~19 mm
  – Largest net degree at the start of global routing: about 52
  – Vias in the first global route: ~4,300
  – Initial antenna violation count: 0
  – Total congestion overflow: 0

Final timing
  – Pins over their slew limit: 0
  – Final setup margin: -0.565 ns
  – Setup TNS: -88.59 ns
  – Setup-failing EPs final: approximately 170
  – Worst slew pin tran: between 0.2 and 0.25 ns
  – Relative slew slack: 84.5%
  – Final Hold Fails: 0
  – RSZ-0062 raised after global routing: true

Outcome
  – Status: finished with violations
  – Failing checks: negative setup slack

Placed design
  – Buffers on Ports: 333
  – Placed cell count: between 800 and 900
  – GPL Wtd Cong: 0.824
  – DP HPWL: ~9.9 mm
  – DP Area: 0.00810 mm2

Worst setup path
  – Req. time, crit path: 0.80 ns
  – CP max-delay cell: dfxtp_2
  – Critical path launch point type: flip-flop
  – Crit path kind: reg -> out
  – Worst path max stage delay: a little over 0.3 ns
  – Crit-path cells: buf_2
  – Max FO, Critical Path: 1
  – Worst EP arrival: between 1 and 1.5 ns
  – Critical path buffer and inverter count: 1
  – Worst setup EP type: output port
  – Cell family with most CP delay: flip-flops

Floorplan
  – Die x size: ~120 um
  – Core region area: roughly 0.015 mm2
  – Die H: roughly 120 um
  – Core Util at FP: 30.7%
  – Site row count: 44
  – Full die area: about 0.015 mm2
  – # IOs: roughly 330

Clock network
  – H-tree lvl count: 4
  – Max Root-Sink Buffers: 2
  – Clk sinks: around 170
  – CTS buffer count: 17
  – CTS clk-pin slew, worst paths: around 0.04 ns
  – CTS tree: done
  – Clk Tree Root Cell: clkbuf_16

Run
  – Tool warnings: about 190
  – MaxCap Viol Count: 0

Worst hold path
  – Hold Path Class: in -> reg
kinds of logic after synthesis:
| group | synth area share, % |
|---|---|
| DFF | 74.4 |
| and+or+nand+nor | 23.5 |
| buffers and inverters | 2.05 |
report_power, final:
group / leakage (uW) / internal (uW) / switching, uW
clock: 0.00118 / 4820 / 4310
sequential: 0.00139 / 7040 / 71.5
combinational: 0.00192 / 1010 / 331
total: 0.00449 / 12900 / 4710
cell type report:
type	count	share of cell area [%]
Tap cell	184	2.71
Clock buffer	17	5.00
Multi-Input combinational cell	166	12.4
Sequential cell	166	39.3
Timing Repair Buffer	345	31.3
Clock inverter	181	9.35
flip-flops by register name, indices dropped and copies added (netlist names), 2 cells and up:
name,flops
op_Data_out1,32
op_EX_MEM_Data_out2,32
op_MemtoReg,2
op_Instruction,32
op_EX_MEM_ALU,32
op_EX_MEM_PC,32
cells in the final DEF, fill, tap and decap left out:
| cell | instances |
|---|---|
| clkbuf_16 | 17 |
| and2b_1 | 10 |
| inv_4 | 4 |
| buf_4 | 7 |
| buf_12 | 6 |
| clkdlybuf4s50_1 | 166 |
| clkinv_4 | 2 |
| dfxtp_2 | 14 |
| bufinv_16 | 3 |
| inv_1 | 167 |
| buf_2 | 166 |
| inv_6 | 3 |
| dfxtp_1 | 152 |
| nor2b_1 | 156 |
| clkinvlp_2 | 2 |
routing by layer:
metal  global-route usage (%)  share of wire, %  vias to the layer above
met2                     28.0                50                      218
met1                     15.2                34                     1795
li1                         -                 -                     2079
met5                        0                 0                        -
met3                     12.7                14                       22
met4                     9.15               2.5                        0
final timing paths:
| path | cells past startpoint | to | start | slack, ns |
|---|---|---|---|---|
| worst max-delay path | 1 | op_Data_out1[13] | op_Data_out1[13] | -0.57 |
| worst min-delay path | 2 | op_EX_MEM_ALU[26] | reset | 0.54 |
what timing repair did:
item,CTS,global route
setup buffers,0,0
endpoints found under the hold margin,0,0
endpoints found under the setup margin,166,166
gates cloned,0,0
hold buffers,0,0
resized,540,6
per-stage QoR:
step | setup WS [ns] | hold WS [ns] | util [%] | total power [uW]
after floorplan | -0.0959 | 0.825 | - | 8490
after global placement | -0.515 | 1.00 | 55.8 | 9890
after detailed placement | -0.524 | 1.01 | 55.8 | 9900
after CTS | -0.588 | 0.531 | 58.5 | 18000
after global routing | -0.615 | 0.547 | 58.5 | 19000
final | -0.565 | 0.538 | 58.5 | 17600
Power and IR drop assume default switching activity.
